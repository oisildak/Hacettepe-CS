==> design/flow/design.v <==
`timescale 1ns / 1ps
module scp_79(clk,g,y,r,a1,a2,a3,cheat_out);
    input clk,g,y,r;
    integer  timer;
    reg[3:0] state;
    reg[3:0] next_state;
    output reg a1,a2,a3,cheat_out;
    localparam s0=3'b000, s1=3'b001, 
               s2=3'b010,s3=3'b011,
               s4=3'b100,s5=3'b101;
    always @(posedge clk)
        state<=next_state;       
    always @(posedge g)
        case(state) 
            s0: if(g==1) begin
                    a1<=1;                     
                    next_state<=s2;  end
                else if(r==1) begin
                    next_state<=s0; a1<=0; a2<=0; a3<=0; cheat_out<=1; end
                else begin
                   next_state<=s1;a1<=0; a2<=0; a3<=0; cheat_out<=0; end
            s1:   if(r==1)begin
                    next_state<=s4;
                    end 
                    else begin
                    next_state<=s0;a1<=0; a2<=0; a3<=0; cheat_out<=0;
                        end
           s2: if(g==1) begin
                a2<=1;
                next_state<=s3;
                end
           s3: if(g==1)begin
                 a3<=1; 
                 next_state<=s5;         
                end 
            s5: 
                begin
                    a1<=1; a2<=1; a3<=1; cheat_out<=0;
                    end                                 
          endcase
endmodule
==> design/flow/run.sh <==
#!/bin/bash
# OpenROAD 26Q1-2900-gdf79404cd8, Yosys 0.63+post, stock flow scripts
make -C /OpenROAD-flow-scripts/flow DESIGN_CONFIG=/design/flow/config.mk WORK_HOME=/design/flow/orfs finish
==> design/flow/config.mk <==
export PLATFORM = sky130hd
export DESIGN_NAME = scp_79
export DESIGN_NICKNAME = scp_79
export VERILOG_FILES = /design/flow/design.v
export SDC_FILE = /design/flow/constraint.sdc
export NUM_CORES = 4
export LEC_CHECK = 1
export CORE_AREA = 10 10 76 76
export DIE_AREA = 0 0 86 86
==> design/flow/constraint.sdc <==
current_design scp_79

set clk_period 1.7
set clk_io_pct 0.2

create_clock -name clk0 -period $clk_period [get_ports {clk}]
create_clock -name clk1 -period $clk_period [get_ports {g}]

set non_clock_inputs [all_inputs -no_clocks]
set_input_delay [expr $clk_period * $clk_io_pct] -clock clk0 $non_clock_inputs
set_output_delay [expr $clk_period * $clk_io_pct] -clock clk0 [all_outputs]
==> results.rst <==
Synthesis and place-and-route
=============================

.. list-table::
   :header-rows: 1

   * - Metric
     - Value
   * - Worst hold slack after final layout
     - 63.6 ps
   * - Number of warnings the tools reported
     - 35
   * - Detail Route Antenna Nets
     - 0
   * - Final weighted congestion in routability-driven placement
     - 0.781
   * - Worst hold start
     - g
   * - Post-layout util
     - 18.9%
   * - Sort of element at the start of the critical path
     - clock port
   * - Layout cells sized above 1
     - 31.7%
   * - Cell row count
     - 23
   * - Avg Synthesized Cell Area
     - 11.0 um2
   * - Top_reg_cell synth
     - sky130_fd_sc_hd__edfxtp_1
   * - Vertical die dimension
     - 86 um
   * - Critical path endpoint category
     - flip-flop
   * - Total Die Area
     - 7400 um2
   * - Switching share of power
     - 30.3%
   * - Initial antenna violation count
     - 0
   * - Tightest slew margin relative to the limit
     - 72.0%
   * - Slew at the pin with the worst max-slew slack
     - 419 ps
   * - CP Class
     - clk2reg
   * - Post-CTS Setup Inserts
     - 0
   * - Setup repair after global routing missed its margin
     - no
   * - Sequential share of the synthesized area
     - 59.8%
   * - YS chip area
     - 452 um2
   * - Pin count of the biggest net entering global routing
     - 10
   * - Inserted Diodes
     - 0
   * - Count of cells along the worst hold path
     - 3
   * - Critical path's largest stage delay
     - 210 ps
   * - Setup violators final
     - 0
   * - Status
     - finished clean
   * - Area of all placed cells without fillers
     - 778 um2
   * - Reg2Reg Setup Slack
     - 300 ps
   * - Number of hold violations in the final report
     - 0
   * - R2R Path Start
     - state[0]
   * - Crit path launch
     - g
   * - Number of unique standard cell types used by synthesis
     - 18
   * - Count of max-cap constraint violations
     - 0
   * - Number of buffers inserted by hold repair at cts
     - 0
   * - Highest ir drop seen on vdd
     - 0.000524 V
   * - Port bufs
     - 5
   * - Max-slew violation count
     - 0
   * - Total length of routed wires
     - 1120 um
   * - Area of the mapped netlist
     - 452 um2
   * - Floorplan Core Area
     - 4120 um2
   * - Register share of total power
     - 29.7%
   * - I/O pin count
     - 8
   * - Comb pwr share
     - 13.0%
   * - Crit path DRT
     - 1750 ps
   * - First-pass GRT wire length
     - 1810 um
   * - FF-to-FF path depth
     - 6
   * - Number of search-and-repair iterations in the first detailed-routing pass
     - 4
   * - PD cells
     - 2540 nW/um2
   * - Global route total overflow
     - 0
   * - Placed wire-length estimate
     - 561 um
   * - Via-to-Cell Ratio
     - 3.40
   * - Number of instances in the synthesized netlist
     - 41
   * - P_sw
     - 0.599 mW
   * - Horiz. Die Dim
     - 86 um
   * - Post-synth tally of flip-flops with integrated enable
     - 7
   * - Fp util
     - 11.0%
   * - Register bit count reported by yosys
     - 10
   * - Endpoint with the worst hold slack
     - a3
   * - Via count of the first global-routing pass
     - 495
   * - Number of warnings reported in the yosys synthesis log
     - 1
   * - Fraction of synthesis flops using an asynchronous set or reset pin
     - 0%
   * - Reg clk slew, reported paths
     - 50 ps
   * - Internal
     - 1.38 mW
   * - Overall via count from detail_route
     - 384
   * - Synth top area share
     - 46.5%
   * - Highest fanout seen on the critical path
     - 4
   * - Top post-synthesis cells by count
     - 7 x sky130_fd_sc_hd__edfxtp_1, 5 x sky130_fd_sc_hd__nand2_1, 4 x sky130_fd_sc_hd__inv_1, 4 x sky130_fd_sc_hd__nor2_1, 3 x sky130_fd_sc_hd__dfxtp_1
   * - Number of gates resized after cts
     - 1
   * - Slowest stage cell on the critical path
     - sky130_fd_sc_hd__nor4_4
   * - Critical path's most frequent cell
     - sky130_fd_sc_hd__clkbuf_8
   * - Clock tree from TritonCTS
     - done
   * - Global Route Usage Sum
     - 3.26%
   * - Routed wirelength normalized by instance count
     - 9.90 um
   * - Classification of the worst-slack hold path
     - clk2reg
   * - Cells along the critical path
     - clkbuf_8 -> nor4_4 -> a21oi_2 -> clkbuf_8 -> clkbuf_8 -> clkbuf_8 -> inv_1
   * - Tot Pwr
     - 1.98 mW
   * - Post-DP Area
     - 548 um2
   * - Relative area change from synthesis to final layout
     - 72.3%
   * - Share of total power in the clock network
     - 57.3%
   * - Area contributors post-synth
     - sky130_fd_sc_hd__edfxtp_1 47%, sky130_fd_sc_hd__dfxtp_1 13%, sky130_fd_sc_hd__nand2_1 4.2%
   * - Remaining design rule violation count
     - 0
   * - Sum of negative setup slack
     - 0 ps
   * - Cell total in the yosys stat output
     - 41
   * - Capturing point of the worst reg2reg path
     - cheat_out
   * - Leakage power figure
     - 0.319 nW
   * - Most frequent cell after synthesis
     - sky130_fd_sc_hd__edfxtp_1
   * - Iteration-0 DRC count of the detailed router
     - 53
   * - Post-synthesis cell type with the largest combined area
     - sky130_fd_sc_hd__edfxtp_1
   * - Data arrival time at the worst-slack endpoint
     - 1680 ps
routing by layer:
layer / routed length [um] / track usage, % / part of all wire [%]
met1: 428 / 2.60 / 38
met2: 515 / 2.70 / 46
met3: 142 / 4.77 / 13
met4: 34 / 4.49 / 3.0
met5: 0 / 0 / 0
layout make-up:
class | count | area, um2
inverter | 2 | 7.51
timing repair buffer | 5 | 50.0
sequential | 10 | 270
multi-input combinational | 25 | 159
clock inverter | 4 | 15.0
tap | 50 | 62.6
clock buffer | 17 | 214
fill | 425 | 3340
kinds of logic after synthesis:
group,count (synthesis),synth area share [%]
buffers and inverters,6,6.92
AOI/OAI and AO/OA,8,11.6
and+or+nand+nor,17,21.6
DFF,10,59.8
state kept, by name, indices dropped and copies added, names as in the netlist:
register	flops
a3	1
a2	1
state	3
cheat_out	1
next_state	3
a1	1
power groups by stage:
stage	sequential, mW	clock [mW]	combinational [mW]
CTS	0.584	1.17	0.261
global route	0.604	1.22	0.290
finish	0.588	1.13	0.256
worst max path at each step:
stage | end | slack [ps] | cells after the start
4_1_cts | cheat_out | 50 | 7
5_1_grt | cheat_out | 40 | 7
6_report | cheat_out | 70 | 7
through the flow:
step | worst slack [ps] | instances
floorplan | 281 | 41
finish | 71.3 | 113
detailed placement | 239 | 94
global route | 39.6 | 113
CTS | 54.7 | 113
global placement | 258 | 94
worst max-delay path: cells and delay by family:
family | cells | cell delay (ps)
buffers and inverters | 5 | 550
AND/OR/NAND/NOR | 1 | 210
AND-OR/OR-AND | 1 | 70
layout by cell type, fill, tap and decap left out:
cell                              synthesis  routed
sky130_fd_sc_hd__a21oi_1                  2       2
sky130_fd_sc_hd__clkdlybuf4s50_1          0       5
sky130_fd_sc_hd__nor4_4                   0       1
sky130_fd_sc_hd__o32ai_1                  1       1
sky130_fd_sc_hd__edfxtp_1                 7       7
sky130_fd_sc_hd__clkbuf_1                 0       2
sky130_fd_sc_hd__nor2b_4                  1       1
sky130_fd_sc_hd__o21ai_0                  2       2
sky130_fd_sc_hd__nand3_1                  2       2
sky130_fd_sc_hd__a21oi_2                  1       1
sky130_fd_sc_hd__inv_1                    4       5
sky130_fd_sc_hd__nor2b_2                  1       1
sky130_fd_sc_hd__nand2b_1                 1       1
sky130_fd_sc_hd__inv_2                    0       1
sky130_fd_sc_hd__clkbuf_8                 0      15
sky130_fd_sc_hd__nor2_1                   4       4
sky130_fd_sc_hd__nor2b_1                  2       2
sky130_fd_sc_hd__o21a_1                   2       2
sky130_fd_sc_hd__dfxtp_1                  3       3
sky130_fd_sc_hd__nand2_1                  5       5
Power figures rest on the tool's default switching activity, not on a simulated workload.
