<file path="/design/flow/design.v">
`timescale 1ns / 1ps
`timescale 1ns / 1ps
module decoder_3x8(
    input en, 
    input [2:0]x, 
    output[7:0]f 
    );
    assign f[0]= (en & ~x[2] & ~x[1]& ~x[0]); 
    assign f[1]= (en & ~x[2] & ~x[1]& x[0]); 
    assign f[2]= (en & ~x[2] & x[1]& ~x[0]); 
    assign f[3]= (en & ~x[2] & x[1]& x[0]); 
    assign f[4]= (en & x[2] & ~x[1]& ~x[0]); 
    assign f[5]= (en & x[2] & ~x[1]& x[0]);  
    assign f[6]= (en & x[2] & x[1]& ~x[0]);  
    assign f[7]= (en & x[2] & x[1]& x[0]); 
endmodule
module decoder_4x16(
    input [3:0]xd, 
    input temp_e,
    output [15:0]fd   );
    decoder_3x8 d1(.x(xd[2:0]),.en(temp_e),.f(fd[7:0])); 
    decoder_3x8 d2(.x(xd[2:0]),.en(~temp_e),.f(fd[15:8])); 
endmodule
</file>
<file path="/design/flow/run.sh">
#!/bin/bash
# OpenROAD 26Q1-2900-gdf79404cd8, Yosys 0.63+post, stock flow scripts
make -C /OpenROAD-flow-scripts/flow DESIGN_CONFIG=/design/flow/config.mk WORK_HOME=/design/flow/orfs finish
</file>
<file path="/design/flow/config.mk">
export PLATFORM = sky130hd
export DESIGN_NAME = decoder_4x16
export DESIGN_NICKNAME = decoder_4x16
export VERILOG_FILES = /design/flow/design.v
export SDC_FILE = /design/flow/constraint.sdc
export NUM_CORES = 4
export LEC_CHECK = 1
export CORE_AREA = 10 10 70 70
export DIE_AREA = 0 0 80 80
</file>
<file path="/design/flow/constraint.sdc">
current_design decoder_4x16

set clk_period 1.0
set clk_io_pct 0.2

create_clock -name clk0 -period $clk_period

set non_clock_inputs [all_inputs -no_clocks]
set_input_delay [expr $clk_period * $clk_io_pct] -clock clk0 $non_clock_inputs
set_output_delay [expr $clk_period * $clk_io_pct] -clock clk0 [all_outputs]
</file>
==> impl_metrics.ini <==
; physical design summary
[global_routing]
first_global_vias = 300
grt_first_pass_wirelength_um = 1730
antenna_found_initial = 0
grt_max_degree = 9
grt_usage_pct = 3.28
overflow = 0

[detailed_routing]
wl_per_cell_um = 12.6
first_pass_iters = 2
num_vias = 307
diodes = 0
via_per_inst = 3.23
ant_nets = 0
drc = 0
wirelength_um = 1200
drt_iter0_drc = 5

[worst_setup_path]
worstSetupPathType = in2out
arrival_ns = 0.92
crit_required_ns = 0.80
cp-start-kind = primary input
end_kind = output port
path_max_fanout = 7

[timing]
slew_headroom_pct = 87.7
max_freq_mhz = 895
period_minus_slack_ns = 1.12
rsz0062_at_grt = yes
worst_slack_ns = -0.118
tightest_slew_ns = 0.182
hold_viol_final = 0
drv_slew = 0
timing.final.crit_share_pct = 112
setup_viol = 10

[yosys]
topCellsByArea = nor4b_2, and4bb_1, and4b_1
synth_cell_type_count = 7
synth_chip_area_sq_um = 226
synth_cells = 20
ys_cells = 20
syn_area_sq_um = 226
postSynthAreaPerCell_sq_um = 11.3
yosysWarnings = 0
ys_seq_share_pct = 0
top_cell_area_share_pct = 26.5
synth_area_leader_cell = nor4b_2

[floorplanning]
die_x_um = 80
core-area_sq_um = 3420
die_h_um = 80
dieArea_sq_um = 6400
fp_util_pct = 6.63
io_pins = 21
num_rows = 21

[run]
drv_cap = 0
log.warning_count = 35

[cells_and_area]
clockBufferCount = 0
final_cell_area_sq_um = 663
n_fill_cell = 369
flop_area_sq_um = 0
utilization_pct = 19.4
ff_count = 0
syn2layout_area_growth_pct = 193
stdcell_count = 95
drive_gt1_share_pct = 81.6

[cts]
cts_hold_buf = 0

[min_path]
hold_path.class = in2out

[place]
dp_cells = 86
place_area_sq_um = 534
portBuffers = 20
gp_congestion = 0.704
dp_hpwl_um = 691

[run_status]
violations = setup timing
run_status = complete, but fails checks

[pwr]
p_sw_share_pct = 33.3
p_per_area_nw_per_um2 = 339
p_leak_nw = 0.320
p_int_mw = 0.150
p_sw_mw = 0.0751
combPwrFrac_pct = 100.0
power.total_mw = 0.225
irDropWorstVdd_v = 0.000124
sequentialPowerShare_pct = 0
p_clk_share_pct = 0
-- cells by family (layout without fill, tap and decap cells) --
kind of cell / after synthesis / after routing / synth area share (%)
buf+inv: 4 / 33 / 13.3
simple gates: 16 / 16 / 86.7
-- timing repair --
| item | 4_1_cts | 5_1_grt |
|---|---|---|
| pin swaps | 11 | 6 |
| cloned | 4 | 0 |
| buffers inserted | 5 | 1 |
| resized | 83 | 7 |
| hold endpoints to repair | 0 | 0 |
| setup endpoints to repair | 16 | 12 |
-- synthesized netlist by cell type --
| cell | n |
|---|---|
| and4_1 | 1 |
| nor4b_2 | 4 |
| buf_4 | 4 |
| and4bb_2 | 2 |
| nor4_2 | 1 |
| and4b_1 | 4 |
| and4bb_1 | 4 |
-- layout make-up --
cell class	instances	area, sq um	area share, %
multi-input cells	16	223	33.6
well taps	46	57.6	8.68
repair buffers	33	383	57.7
-- power groups by stage --
stage / sequential, mW / combinational (mW) / clock, mW
4_1_cts: 0 / 0.214 / 0
6_report: 0 / 0.225 / 0
5_1_grt: 0 / 0.239 / 0
-- worst max-delay path: stages --
cell and delay (ns):
buf_8 0.11, buf_16 0.13, buf_6 0.11, nor4b_2 0.24, buf_2 0.13
-- through the flow --
step | setup TNS, ns | setup slack [ns] | hold slack [ns]
after global placement | -12.31 | -0.819 | 1.50
final | -0.533 | -0.118 | 0.744
after detailed placement | -12.22 | -0.813 | 1.49
after floorplan | 0 | 0.250 | 0.535
after CTS | -0.785 | -0.122 | 0.737
after global routing | -0.856 | -0.170 | 0.761
-- worst paths after layout --
path / end / cells past startpoint / start / slack (ns)
max: fd[10] / 5 / temp_e / -0.12
min: fd[9] / 4 / temp_e / 0.74
-- placed cells by master, fill, tap and decap left out, types with 2 or more instances in the layout --
cell type,count
and4b_1,4
and4bb_1,4
and4bb_2,2
buf_12,5
buf_16,3
buf_2,15
buf_6,4
buf_8,5
nor4b_4,3
-- per-layer routing --
layer | up-vias | track usage, % | part of all wire, %
met4 | 0 | 0 | 0
met5 | - | 0 | 0
met2 | 18 | 3.53 | 35
li1 | 150 | - | -
met1 | 139 | 5.27 | 48
met3 | 0 | 2.05 | 17
No activity file was given, so power comes from the tool's default toggle rates.
